### flow/config.mk
export PLATFORM = sky130hd
export DESIGN_NAME = spi_target
export DESIGN_NICKNAME = spi_target
export VERILOG_FILES = /design/flow/design.v
export SDC_FILE = /design/flow/constraint.sdc
export NUM_CORES = 4
export LEC_CHECK = 1
export CORE_UTILIZATION = 50
### flow/design.v
`timescale 1ns / 1ps
module spi_target #(
  parameter CPOL   = 1'b0,   
  parameter CPHA   = 1'b0,   
  parameter WIDTH  = 64,      
  parameter LSB    = 1'b0    
) (
  input                  i_clk,            
  input                  i_rst_n,          
  input                  i_enable,         
  input                  i_ss_n,           
  input                  i_sck,            
  input                  i_mosi,           
  output                 o_miso,           
  output                 o_miso_oe,        
  output reg [WIDTH-1:0] o_rx_data,        
  output reg             o_rx_data_valid,  
  input      [WIDTH-1:0] i_tx_data,        
  output                 o_tx_data_hold    
);
  reg               [2:0] r_ss_n_sync, r_sck_sync;
  reg [$clog2(WIDTH-1):0] r_transmision_count;
  reg         [WIDTH-1:0] r_miso_data;
  wire                    w_sck_r_edge, w_sck_f_edge, w_sck_edge, w_sck_edge_op;
  always @(posedge i_clk or negedge i_rst_n) begin
    if (!i_rst_n) begin
      r_ss_n_sync <= 'b111;
    end else if (i_enable) begin
      r_ss_n_sync <= {r_ss_n_sync[1:0], i_ss_n};
    end else begin
      r_ss_n_sync <= 'b111;
    end
  end
  always @(posedge i_clk or negedge i_rst_n) begin
    if (!i_rst_n) begin
      r_sck_sync <= 'h0;
    end else if (i_enable) begin
      r_sck_sync <= {r_sck_sync[1:0], i_sck};
    end else begin
      r_sck_sync <= 'h0;
    end
  end
  assign w_sck_r_edge  = ~r_sck_sync[2] & r_sck_sync[1];
  assign w_sck_f_edge  = r_sck_sync[2] & ~r_sck_sync[1];
  assign w_sck_edge    = (CPHA^CPOL) ? w_sck_f_edge : w_sck_r_edge;
  assign w_sck_edge_op = (CPHA^CPOL) ? w_sck_r_edge : w_sck_f_edge;
  always @(posedge i_clk or negedge i_rst_n) begin
    if (!i_rst_n) begin
      r_transmision_count <= 'h0;
    end else if (!i_enable || r_ss_n_sync[1]) begin
      r_transmision_count <= 'h0;
    end else if (w_sck_edge) begin
      if (r_transmision_count == WIDTH-1) begin
        r_transmision_count <= 'h0;
      end else begin
        r_transmision_count <= r_transmision_count + 1;
      end
    end
  end
  always @(posedge i_clk or negedge i_rst_n) begin
    if (!i_rst_n) begin
      o_rx_data <= 'h0;
    end else if (w_sck_edge) begin
      if (LSB) begin
        o_rx_data <= {i_mosi, o_rx_data[WIDTH-1:1]};
      end else begin
        o_rx_data <= {o_rx_data[WIDTH-2:0], i_mosi};
      end
    end
  end
  always @(posedge i_clk or negedge i_rst_n) begin
    if (!i_rst_n) begin
      o_rx_data_valid <= 1'b0;
    end else if (r_ss_n_sync[1] || (r_transmision_count == 0 && w_sck_edge)) begin
      o_rx_data_valid <= 1'b0;
    end else if (w_sck_edge && r_transmision_count == WIDTH-1) begin
      o_rx_data_valid <= 1'b1;
    end
  end
  assign o_tx_data_hold = (~CPHA & r_ss_n_sync[2] & ~r_ss_n_sync[1]) | (r_transmision_count == 0 & w_sck_edge_op);
  always @(posedge i_clk or negedge i_rst_n) begin
    if (!i_rst_n) begin
      r_miso_data <= 'h0;
    end else if (o_tx_data_hold) begin
      r_miso_data <= i_tx_data;
    end else if (w_sck_edge_op) begin
      if (LSB) begin
        r_miso_data <= r_miso_data >> 1;
      end else begin
        r_miso_data <= r_miso_data << 1;
      end
    end
  end
  assign o_miso    = (LSB) ? r_miso_data[0] : r_miso_data[WIDTH-1];
  assign o_miso_oe = ~r_ss_n_sync[2];
endmodule
### flow/run.sh
#!/bin/bash
# OpenROAD 26Q1-2900-gdf79404cd8, Yosys 0.63+post, stock flow scripts
make -C /OpenROAD-flow-scripts/flow DESIGN_CONFIG=/design/flow/config.mk WORK_HOME=/design/flow/orfs finish
### flow/constraint.sdc
current_design spi_target

set clk_period 12.4
set clk_io_pct 0.2

create_clock -name clk0 -period $clk_period [get_ports {i_clk}]

set non_clock_inputs [all_inputs -no_clocks]
set_input_delay [expr $clk_period * $clk_io_pct] -clock clk0 $non_clock_inputs
set_output_delay [expr $clk_period * $clk_io_pct] -clock clk0 [all_outputs]
==> run summary <==
run results: Setup Buffers After CTS=0, R2R Path Start=r_ss_n_sync[2]$_DFF_PN1_, Root Buffer=clkbuf_16, WL per Instance=between 15 and 20 um, HPWL after DPL=approximately 10000 um, Sink Count=around 140, layout cell share with drive strength beyond 1=between 10% and 20%, Rows=between 40 and 50, Max-cap violations=0, largest net degree at the start of global routing=67, register share after synthesis=a little under half, count of tool warnings=27, Hold Path Stages=1, Bufs and invs on worst path=2, H-tree depth=4, Crit path required time=just under 10000 ps, Reg2Reg Depth=5, #FFs+latches synth=142, Avg Inst Size Synth=9.41 um^2, CP max-delay cell=buf_4, via count=approximately 6300, placed cell count=between 1000 and 1500, Die Size=~0.015 mm^2, worst slack, placed=approximately 8000 ps, RSZ-0062 raised after global routing=false, worst ir drop on vdd=0.000118 V, GR Overflow Total=0, hold wc startpoint=r_sck_sync[0]$_DFF_PN0_, setup slack, reg-to-reg=between 9000 and 10000 ps, Yosys chip area=0.00745 mm^2, cts bufs inserted=17, CP cell instances=nor2b_4 -> buf_4 -> nor2_1 -> nor2_1 -> clkdlybuf4s50_1, worst slew pin tran=743 ps, vias in the first global route=~6000, Worst Hold Class=flip-flop to flip-flop, CP most frequent cell=nor2_1, Slew Viols, Final=0, DIE WIDTH=124 um, FMAX=0.205 GHz, Init Core Util=51.3%, Reg clk slew, reported paths=60 ps, synth unique cells=36, global placer's final weighted congestion=~0.80, CTS resizes=0, Critical Path AT=2390 ps, status=complete, no violations, LEAKAGE=between 0.004 and 0.005 uW, vias per cell=5.86, setup TNS=0 ps, Crit. End Element=primary output, DR DRC count=0, critical path type=flip-flop to primary output, Finished Layout Cells=between 1000 and 1500, io pins=roughly 140, final worst path period share=between 30 and 40%, Post-Syn Area=around 0.0075 mm^2, yosys cell count=792, CTS tree=built, Crit Path Max Fanout=about 66, Startpoint Class=flip-flop, FF-to-FF End=r_miso_data[58]$_DFFE_PN0P_, Syn Inst Count=792, synth-to-layout area growth=26.6%, I/O Buffers=137, Layout Skew=between 5 and 6 ps, clock latency (worst-skew pair)=about 400 ps, # hold bufs at CTS=0, Worst path top cell family by delay=buffers and inverters, PwrDens=about 130 mW/mm^2, Yosys warnings=1, core box area=~0.015 mm^2, Antenna Nets Post-Route=0, setup ws final=~7500 ps, antenna cells=0, min Tclk post-route=4870 ps, DR iter-0 viols=roughly 460, Die H=between 100 and 150 um, Routed WL=roughly 18000 um, initial antenna violation count=0, Clock Tree Buf Depth=2, FILL cells=around 1100, CP max stage delay=590 ps, GR Util All Layers=25.5%, final setup violation count=0, Final Hold Vio Count=0, headroom to the max-slew limit=slightly above 50%, global-route wire length before repair=about 30000 um, drt pass-1 iters=5, Hold Path Sink=r_sck_sync[1]$_DFF_PN0_
cell type report:
| cell class | count | area, um^2 | area share [%] |
|---|---|---|---|
| clock buffer | 22 | 444 | 4.71 |
| clock inverter | 10 | 166 | 1.76 |
| inverter | 4 | 15.0 | 0.159 |
| multi-input combinational | 559 | 3530 | 37.5 |
| sequential | 142 | 3560 | 37.7 |
| tap | 184 | 230 | 2.44 |
| timing repair buffer | 152 | 1490 | 15.7 |
sequential cells by signal, summed over array words and instances (netlist names):
signal,count
o_rx_data,64
r_miso_data,64
r_transmision_count,7
r_sck_sync,3
r_ss_n_sync,3
o_rx_data_valid,1
placed cells by master, fill, tap and decap left out, types with 2 or more instances in the layout:
cell type / instances
nand2b_4: 2
dfstp_2: 3
ha_1: 2
a311oi_1: 2
o21ai_0: 3
clkdlybuf4s50_1: 136
buf_4: 15
and3b_1: 63
nor2b_4: 4
clkinv_4: 3
and2_1: 3
nor2_1: 4
nor3_1: 64
nand3_1: 2
a31oi_1: 127
inv_1: 4
nand2b_1: 4
clkbuf_16: 17
o211ai_1: 5
a21oi_1: 4
bufinv_16: 4
clkbuf_1: 5
dfrtp_1: 139
o211ai_2: 60
nand2_1: 196
clkinvlp_4: 2
synthesized netlist by cell type, drive strengths merged:
cell type    n  area (um^2)
nand3        2         10.0
inv          4         15.0
nand2b       7         43.8
o21ai        3         15.0
or4          1         7.51
and3b       63          552
xor2         1         8.76
a31oi      127          795
or2          1         6.26
and2         3         18.8
dfrtp      139         3480
or3          1         6.26
nor2b        4         25.0
ha           2         25.0
clkbuf      59          221
o211ai      65          788
nand2      196          736
nor3        64          320
nand3b       1         7.51
dfstp        3         78.8
a41oi        1         8.76
nor4         1         6.26
nor3b        1         7.51
buf         28          183
o21a         1         7.51
o22ai        1         6.26
nor2         4         15.0
a311oi       2         17.5
o31a         1         8.76
a21oi        4         20.0
nand4        1         6.26
o2bb2ai      1         8.76
layer usage:
metal | wire length (um) | GRT usage [%] | up-vias
met1 | 8430 | 39.6 | 3063
met5 | 0 | 0 | -
met3 | 1480 | 8.04 | 9
met2 | 8220 | 38.4 | 174
li1 | - | - | 3045
met4 | 121 | 1.86 | 0
through the flow:
step / utilization, % / power [uW] / hold slack [ps] / instance area [um^2]
after floorplan: - / 625 / 421 / 7450
after global placement: 60.7 / 692 / 462 / 8820
after detailed placement: 60.7 / 697 / 451 / 8820
after CTS: 64.9 / 1230 / 467 / 9430
after global routing: 64.9 / 1270 / 493 / 9430
final: 64.9 / 1210 / 462 / 9430
power breakdown:
group          total, uW  switching (uW)  internal (uW)
Clock                526             189            337
Sequential           547            34.5            513
Combinational        142            65.9           75.8
worst max-delay path by stage:
stage | cells after the start | endpoint | startpoint | slack [ps]
after CTS | 5 | o_tx_data_hold | r_transmision_count[3]$_DFFE_PN0P_ | 7500
after global routing | 5 | o_tx_data_hold | r_transmision_count[3]$_DFFE_PN0P_ | 7250
final | 5 | o_tx_data_hold | r_sck_sync[2]$_DFF_PN0_ | 7530
cells by family after synthesis:
logic type                 after synthesis  synth area share, %
AOI/OAI and AO/OA                      206                 22.5
xor gates and xnor gates                 1                0.118
adders and majority gates                2                0.336
buffers and inverters                   91                 5.62
DFF                                    142                 47.7
and+or+nand+nor                        350                 23.7
Power is estimated from default activity; no workload was simulated.
