$ cat design.v
module prng_gen(
    input wire clk,
    input wire reset,
    input [63:0] data_in,
    input wire rx_valid_pulse, 
    output wire [63:0] q_out,  
    output wire led_sig
);
    reg [63:0] q, data_in_reg;
    reg output_flag;
    wire [63:0] q_new, q_left, q_right;
    reg rx_valid_buff, key_non_zero;
    assign q_left = {q[62:0],q[63]};
    assign q_right = {q[0],q[63:1]};
    assign q_new = q_left ^ q_right;
    always @(posedge clk or negedge reset)begin
    		if(!reset)begin
    			data_in_reg <= 64'd0;
    			rx_valid_buff <= 0;
    			key_non_zero <= 0;
    		end
    		else begin
    			data_in_reg <= data_in;
    			rx_valid_buff <= rx_valid_pulse;
    			key_non_zero <= |data_in;   
    		end
    end
    always @(posedge clk or negedge reset) begin
        if(!reset) begin
            q <= 64'd0;
            output_flag <= 1'b0;
        end
        else if (rx_valid_buff) begin
            if (key_non_zero) begin
                q <= data_in;  
            end else begin
                q <= q_new;
            end
            output_flag <= ~output_flag;  
        end
    end
	assign q_out = {62'd0,q[32:31]};
	assign led_sig = output_flag;
endmodule
$ cat run.sh
#!/bin/bash
# OpenROAD 26Q1-2900-gdf79404cd8, Yosys 0.63+post, stock flow scripts
make -C /OpenROAD-flow-scripts/flow DESIGN_CONFIG=/design/flow/config.mk WORK_HOME=/design/flow/orfs finish
$ cat config.mk
export PLATFORM = sky130hd
export DESIGN_NAME = prng_gen
export DESIGN_NICKNAME = prng_gen
export VERILOG_FILES = /design/flow/design.v
export SDC_FILE = /design/flow/constraint.sdc
export NUM_CORES = 4
export LEC_CHECK = 1
export CORE_UTILIZATION = 50
$ cat constraint.sdc
current_design prng_gen

set clk_period 5.2
set clk_io_pct 0.2

create_clock -name clk0 -period $clk_period [get_ports {clk}]

set non_clock_inputs [all_inputs -no_clocks]
set_input_delay [expr $clk_period * $clk_io_pct] -clock clk0 $non_clock_inputs
set_output_delay [expr $clk_period * $clk_io_pct] -clock clk0 [all_outputs]
==> run notes <==
Synthesis and PnR results.

- Post-CTS repair ended up resizing 0 cells.
- The hold buffer count at cts reads 0.
- The worst hold margin reads 0.4680 ns.
- The number of pins with negative max-slew slack in the final report is 0.
- The critical path startpoint reads data_in[32].
- The main combinational cell family by area after synthesis reads multiplexers.
- The leading area contributor after synthesis is dfrtp_1.
- The netlist area before placement is 4240 sq um.
- The total area inside the core boundary comes to between 8000 and 9000 sq um.
- The leakage power summed over all cells reads approximately 2.1 nW.
- The antenna violation net count after detailed routing is 0.
- The global placer's final weighted congestion reads 0.8061.
- Entering global routing, the biggest net connects 68 pins.
- The highest clock frequency the design can meet reads approximately 380 MHz.
- In this run the VDD rail shows a maximum IR drop of 0.1284 mV.
- The start point of the worst min-delay path is output_flag.
- The maximum level of the CTS H-tree reads 3.
- Setup repair after global routing left no endpoint under its margin.
- The most common library cell in the layout ignoring fill and taps reads clkdlybuf4s50_1.
- The total power density per cell area is 264.6 nW/um^2.
- The sum of routed wire length over all layers is 7.887 mm.
- The data arrival time reported for the critical path is 2.84 ns.
- The overall global routing resource usage is 19.20%.
- The critical setup path kind reads in2reg.
- The buffer count from post-CTS setup fixing reads 0.
- Clock tree synthesis selected as its root buffer the cell clkbuf_8.
- The number of global-route vias before repair is 2692.
- The count of port buffers added during placement is about 69.
- The wire length of the first global-routing pass is 13.06 mm.
- The fraction of synthesized cell area in xor and xnor cells reads 13.43%.
- The CTS clock-pin slew for the worst setup and hold paths reads 0.07 ns.
- For reference, the top cells by area after synthesis are dfrtp_1 (40%), mux2_2 (17%), xnor2_1 (13%), buf_4 (11%), o21ai_0 (7.6%).
- The synthesis-to-layout area growth reads 16.58%.
- The final hold violation count reads 0.
- Endpoints with negative setup slack in the final report add up to 0.
- CTS reports a maximum clock tree buffer depth of 2.
- The type of the most critical hold path reads reg2reg.
- The highest fanout seen on the critical path is 2.
- The sequential-to-total area share from yosys stat reads 39.54%.
- The arithmetic-cell share of the synthesized area counting full adders, half adders and majority gates reads 0%.
- The number of buffers added by the clock tree synthesis step is 9.
- The DRC violation total after the first TritonRoute iteration reads between 80 and 90.
- The detailed-router iteration count before antenna repair reads 4.
- The clock sink count reads 67.
- The post-synthesis area per instance reads between 9 and 10 sq um.
- Of the total synthesized cell area, the portion taken by AND-OR and OR-AND cells is 7.554%.
- The data required time reported for the critical path is about 5.4 ns.
- In the layout the commonest cells are clkdlybuf4s50_1 (68), dfrtp_1 (65).
- In this run the tools logged warnings totalling 25.
- For reference, the critical path cell chain is clkdlybuf4s50_1, nor4_1, nand4_1, or4_1.
- The via density per instance reads 4.885.
- The synthesized-area fraction occupied by and/or/nand/nor cells reads 8.941%.
- Per the STA report, the cell with the highest stage delay on the worst path is nor4_1.
- The clock skew after layout is 0.007720 ns.
- The vertical die dimension reads between 90 and 100 um.
- The actual transition at the worst max-transition pin is around 0.70 ns.
- Per the OpenROAD floorplan log, the width of the die is 94.09 um.
- The number of instances in the synthesized netlist is roughly 430.
- The warning tally printed by Yosys for this design is 1.
- The clock reaches the later pin of the worst-skew pair after 0.33 ns.
- The portion of synthesized cell area occupied by the leading cell type reads 39.54%.
- The post-layout period usage of the worst path is 50.92%.
- After floorplanning, the die was sized to cover 8853 sq um.
- The design draws 1.308 mW.
- The flop and latch count out of synthesis is 67.
- STA classifies the critical path startpoint as a primary input.
- The max capacitance violation total reads 0.
- The kind of end point of the critical path is a flop.
- The number of antenna diodes reads 0.
- The relative slew slack reads between 50% and 60%.
- During I/O placement, the number of pins put on the boundary was 132.
- The share of cell area taken by muxes after synthesis is 17.00%.
- The routed length per placed instance is roughly 13 um.
- The CTS tree is yes.
- The global-route congestion overflow total reads 0.
- The number of antenna violations at the first check in global routing is 0.
- The number of distinct library cell variants in the gate-level netlist after synthesis reads 15.
- The total via count in the routed design is 2936.
- The highest cell delay on the worst timing path reads 0.57 ns.
- For this run, design rule violations remaining after detail routing come to 0.
- The total negative slack reads 0 ns.
- The chip area line of the yosys report reads 4240 sq um.
- Subtracting the final worst setup slack from the clock period gives 2.648 ns.
- The initialized floorplan defines 33 standard-cell rows.
- The worst flop-to-flop path startpoint is key_non_zero.
- The run finished with clean final reports.
- Yosys stat counts approximately 430 cells in the synthesized netlist.
- The fraction of final layout cells with drive strength greater than 1 is 17.34%.
- The initial utilization of the core area, before any placement, comes to approximately half.
- The detailed-placement wirelength estimate is approximately 5.7 mm.
## cells in the mapped netlist
library cell,instances
conb_1,1
clkbuf_1,9
buf_2,9
xor2_1,1
xnor2_1,64
buf_1,3
nor4_2,1
nand2_1,64
o21ai_0,64
nand4_1,4
buf_4,64
dfrtp_1,67
mux2_2,64
nor4_1,15
or4_1,1
## final cells by class
class / instances / area [sq um]
Sequential cell: 67 / 1679
Fill cell: 751 / 3273
Tap cell: 105 / 131.4
Clock buffer: 12 / 145.1
Clock inverter: 4 / 50.05
Multi-Input combinational cell: 340 / 2222
Timing Repair Buffer: 73 / 715.7
## where the power goes
part	switching, mW	internal (mW)	total [mW]
clock	0.188	0.234	0.422
combinational	0.0772	0.170	0.247
sequential	0.0624	0.576	0.638
total	0.328	0.980	1.31
## flip-flops by register name, indices dropped and copies added, names as in the netlist
name	flops
q	64
key_non_zero	1
rx_valid_buff	1
output_flag	1
## kinds of logic after synthesis
group / after synthesis
AOI/OAI and AO/OA: 64
xor gates and xnor gates: 65
buffers and inverters: 85
DFF: 67
muxes: 64
other: 1
and+or+nand+nor: 85
## layer usage
metal	part of all wire [%]	vias to the layer above	routed length [um]	GRT usage, %
met5	0	-	0	0
met4	0.82	0	65	2.436
met3	5.7	8	447	2.305
met2	43	97	3400	29.32
met1	50	1374	3973	31.12
li1	-	1457	-	-
## path summary, 6_finish.rpt
path	endpoint	slack (ns)	depth (start not counted)
hold reg to reg	output_flag	0.47	1
setup / recovery	key_non_zero	2.55	4
hold / removal	output_flag	0.47	1
setup reg to reg	q[42]	3.07	4
max in group asynchronous	rx_valid_buff	3.56	2
min in group asynchronous	q[5]	0.58	1
## critical path: cells and delay by family
kind	cells	cell delay, ns
buf+inv	1	0.41
simple gates	3	1.39
## metrics by stage
stage          utilization (%)  instances  worst slack (ns)  area (sq um)
2_1_floorplan                -        492             3.174          4469
5_1_grt                  60.16        601             2.501          4943
6_report                 60.16        601             2.552          4943
3_5_place_dp             57.79        585             2.153          4748
3_3_place_gp             57.79        585             2.115          4748
4_1_cts                  60.16        601             2.503          4943
No activity file was given, so power comes from the tool's default toggle rates.
